==> design.v <==
`timescale 1ns / 1ps
module reg_file(
    input clk, WE3,
    input [4:0] A1, A2, A3,
    input [31:0] WD3,
    output [31:0] RD1, RD2
    );
    reg [31:0] mem [31:0];
    always @(posedge clk) begin
        if(WE3)
            mem[A3] <= WD3;
    end
    assign RD1 = (A1 != 0) ? mem[A1] : 0;
    assign RD2 = (A2 != 0) ? mem[A2] : 0;
endmodule
==> run.sh <==
#!/bin/bash
# OpenROAD 26Q1-2900-gdf79404cd8, Yosys 0.63+post, stock flow scripts
make -C /OpenROAD-flow-scripts/flow DESIGN_CONFIG=/design/flow/config.mk WORK_HOME=/design/flow/orfs finish
==> config.mk <==
export PLATFORM = sky130hd
export DESIGN_NAME = reg_file
export DESIGN_NICKNAME = reg_file
export VERILOG_FILES = /design/flow/design.v
export SDC_FILE = /design/flow/constraint.sdc
export NUM_CORES = 4
export LEC_CHECK = 1
export CORE_UTILIZATION = 50
==> constraint.sdc <==
current_design reg_file

set clk_period 5.9
set clk_io_pct 0.2

create_clock -name clk0 -period $clk_period [get_ports {clk}]

set non_clock_inputs [all_inputs -no_clocks]
set_input_delay [expr $clk_period * $clk_io_pct] -clock clk0 $non_clock_inputs
set_output_delay [expr $clk_period * $clk_io_pct] -clock clk0 [all_outputs]
==> Changelog: implementation <==
### Metrics

- Clk pwr share: around two fifths
- Period utilization: around 96%
- Startpoint Class: input port
- Clock slew at reported path FFs: 0.06 ns
- Placer Congestion: 0.926
- H-Tree Depth: 3
- Pre-antenna DRT Iters: 5
- Synth top area cells: edfxtp_1 65%, mux4_2 20%, mux2i_1 3.9%
- Hold Startpoint: WD3[22]
- Max reg flops: roughly 1000
- Global-route wire length before repair: approximately 210000 µm
- Top cell excl fill/tap: edfxtp_1
- DRT iter0 DRCs: 1795
- Post-synth top area cell: edfxtp_1
- Clk sinks: around 1000
- Share of cells above drive strength 1: a little over 30%
- F_max: 0.176 GHz
- CTS tree: yes
- Fin. Hold Viols: 0
- Crit. End Element: primary output
- Setup_tns: 0 ns
- WHS Path Cells: 2
- Top reg by flops: mem
- Finished Layout Cells: 3951
- Library cells used by synthesis: 40
- Routed wire per std cell: 36.7 µm
- Final Max Slew Viols: 0
- Yosys stat area: 0.0470 mm²
- P_sw: 3.67 mW
- Pin count of the biggest net entering global routing: 64
- Clock Tree Buf Depth: 3
- Max-slew headroom: between 30 and 40%
- Switch share: between 20% and 30%
- Largest regs: mem: 1024 flops
- Hold_buf cts: 0
- Vias in the first global route: roughly 30000
- Initial antenna violation count: 3
- Critical Path Max Stage Delay: just over 0.8 ns
- Num CTS Buffers: 106
- Count of input and output buffers: 112
- Type of the worst setup path: input port to primary output
- Sequential share of power: 50.1%
- # IOs: 113
- Setup bufs post-CTS: 0
- Synthesized area: 0.0470 mm²
- Dpl hpwl: 89200 µm
- Vias: 26700
- Top Family by Delay on Critical Path: buffers and inverters
- Dpl cells: 3754
- Total GRT Usage: 35.2%
- Hold Path Sink: mem[18][22]
- Most used cell, CP: clkdlybuf4s50_1
- Final WL: 145000 µm
- CP Data Required Time: 4.72 ns
- Chip area: approximately 0.095 mm²
- Setup-failing EPs final: 0
- RSZ-0062 raised after global routing: false
- Core area: 0.0932 mm²
- Critical path arrival: 4.50 ns
- Outcome: completed
- Min Tclk post-route: ~5.7 ns
- CP Buf/Inv Count: 3
- Cells after synthesis: 2400
- Die X: 308 µm
- Layout area overhead: 15.6%
- Peak fanout along the critical path: 33
- Clk root buf: clkbuf_16
- Via density: 6.76
- HP Class: input port to register
- Final hold slack: 1.32 ns
- LEAKAGE: 17.5 nW
- Most frequent logic cells in the routed design: 1024 x edfxtp_1, 425 x mux4_2, 183 x mux2i_1, 149 x buf_4, 109 x clkbuf_16
- Yosys warning total: 1
- Critical path's slowest cell: nor3_1
- Peak supply drop: ~0.00023 V
- Worst-margin pin slew: between 0.9 and 1 ns
- Initial Util: 50.4%
- Row Count: between 100 and 150
- Number of max-cap violations: 0
- Combinational share of power: 9.5%
- Post_cts resized: 0
- Synth Register Bits: between 1000 and 1500
- Drt drc: 0
- Yosys cell count: around 2400
- Global route overflow: 0
- Die height: 308 µm
- Post-synth top area share: 65.5%
- CP cell instances: clkdlybuf4s50_1, or3b_2, buf_12, o221ai_1, a211oi_1, nor3_1, clkdlybuf4s50_1
- Avg Synthesized Cell Area: 19.6 µm²
- Final Util: 58.3%
- Internal power: between 10 and 15 mW
- Post-route antenna net violation count: 0
- OpenROAD warning count: 26
- Power Density: 299 mW/mm²
- Sequential fraction of the synthesis area: 65.5%
worst max path at each step:
stage                 start       to  slack [ns]  cells after the start
after global routing  A2[3]  RD2[12]        0.19                      7
final                 A2[3]  RD2[12]        0.22                      7
after CTS             A2[3]   RD2[1]        0.09                      8
power by group through the flow:
stage	Clock [mW]	Sequential (mW)	Combinational (mW)
after CTS	6.65	8.13	1.52
after global routing	6.93	8.14	1.62
final	6.57	8.13	1.54
logic make-up (layout without fill, tap and decap cells):
family	Yosys count	in the layout	synth area share, %
DFF	1024	1024	65.5
and+or+nand+nor	187	187	1.94
muxes	632	632	24.9
AOI/OAI and AO/OA	331	331	5.41
other	0	3	0
buffers and inverters	226	520	2.31
synthesized netlist by cell type, drive strengths merged:
| library cell | number |
|---|---|
| o211ai | 1 |
| nor2 | 35 |
| o22ai | 55 |
| edfxtp | 1024 |
| a21oi | 46 |
| inv | 25 |
| and4 | 1 |
| buf | 97 |
| mux2i | 183 |
| a22o | 62 |
| nand2b | 3 |
| nor4b | 1 |
| nor3 | 33 |
| o22a | 1 |
| and3 | 1 |
| o221ai | 31 |
| nand3 | 4 |
| a211o | 23 |
| or3 | 2 |
| a221o | 1 |
| a2111oi | 31 |
| mux4 | 425 |
| a21boi | 1 |
| nor4 | 9 |
| clkbuf | 104 |
| and2 | 13 |
| nor2b | 8 |
| a221oi | 23 |
| a211oi | 47 |
| or3b | 5 |
| nand3b | 7 |
| a32o | 9 |
| nand2 | 65 |
| mux2 | 24 |
routing by layer:
metal / wire [µm] / up-vias / global-route usage (%)
met5: 690 / - / 5.84
li1: - / 10900 / -
met2: 65300 / 2264 / 47.8
met4: 4400 / 20 / 8.19
met3: 32200 / 308 / 33.2
met1: 42500 / 13200 / 41.3
final cells by class:
| cell class | instances | area, µm² |
|---|---|---|
| diodes | 3 | 7.51 |
| clock buffers | 125 | 2790 |
| clock inverters | 69 | 608 |
| fillers | 6611 | 38900 |
| inverters | 25 | 96.3 |
| multi-input cells | 1150 | 15400 |
| flip-flops and latches | 1024 | 30700 |
| well taps | 1254 | 1570 |
| repair buffers | 301 | 3060 |
metrics by stage:
stage          area [µm²]  worst slack, ns  power [mW]
2_1_floorplan       47000             1.97        9.05
3_3_place_gp        50900            0.188        9.78
3_5_place_dp        50900            0.117        9.80
4_1_cts             54300           0.0913        16.3
5_1_grt             54300            0.192        16.7
6_report            54300            0.225        16.2
Power and IR drop assume default switching activity.
