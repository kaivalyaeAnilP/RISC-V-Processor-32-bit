==> flow/design.v <==
`timescale 1ns / 1ps
module main_fsm(
    input clk, rst,
    input [6:0] opcode,
    output branch, PC_update, reg_write, mem_write, IR_write, 
    output address_src,
    output [1:0] result_src, alu_src_B, alu_src_A, alu_op
    );
    parameter fetch = 4'd0, decode = 4'd1, mem_adr = 4'd2, mem_rd = 4'd3, mem_WB = 4'd4, mem_wr = 4'd5;
    parameter execute_R = 4'd6, alu_WB = 4'd7, execute_I = 4'd8, JAL = 4'd9, BEQ = 4'd10;
    reg [3:0] current_state, next_state;   
    always @(*) begin
        case(current_state)
            fetch: next_state = decode;
            decode: next_state = ((opcode == 7'b0000011)|(opcode == 7'b0100011)) ? mem_adr :
                                 (opcode == 7'b0110011) ? execute_R :
                                 (opcode == 7'b0010011) ? execute_I :
                                 (opcode == 7'b1101111) ? JAL :
                                 (opcode == 7'b1101111) ? BEQ : 
                                 fetch;
            mem_adr: next_state = (opcode == 7'b0000011) ? mem_rd:
                                  (opcode == 7'b0100011) ? mem_wr:
                                  fetch;
            mem_rd: next_state = mem_WB;
            mem_WB: next_state = fetch;
            mem_wr: next_state = fetch;
            execute_R: next_state = alu_WB;
            alu_WB: next_state = fetch;
            execute_I: next_state = alu_WB;
            JAL: next_state = alu_WB;
            BEQ: next_state = fetch;
        endcase
    end 
    always @(posedge clk) begin
        if(rst)
            current_state <= fetch;
        else
            current_state <= next_state;
    end
    assign branch = (current_state == BEQ) ? 1'b1 : 1'b0;
    assign PC_update = (current_state == fetch) ? 1'b1 : 1'b0;
    assign reg_write = ((current_state == mem_WB)|(current_state == alu_WB)) ? 1'b1 : 1'b0;
    assign mem_write = (current_state == mem_wr) ? 1'b1 : 1'b0;
    assign IR_write = (current_state == fetch) ? 1'b1 : 1'b0;
    assign address_src = (current_state == fetch) ? 1'b0 :
                         ((current_state == mem_WB)|(current_state == alu_WB)) ? 1'b0 :
                         1'bx;
    assign result_src = ((current_state == JAL)|(current_state == BEQ)|(current_state == mem_rd)|(current_state == mem_wr)|(current_state == alu_WB)) ? 2'b00 :
                        (current_state == mem_WB) ? 2'b01 :
                        (current_state == fetch) ? 2'b10 :
                        2'bxx;
    assign alu_src_A = (current_state == fetch) ? 2'b00 :
                       ((current_state == decode)|(current_state == JAL)) ? 2'b01 :
                       ((current_state == mem_adr)|(current_state == execute_I)|(current_state == BEQ)) ? 2'b10 :
                       2'bxx;
    assign alu_src_B = ((current_state == execute_R)|(current_state == BEQ)) ? 2'b00 :
                       ((current_state == decode)|(current_state == mem_adr)|(current_state == JAL)) ? 2'b01 :
                       ((current_state == fetch)|(current_state == JAL)) ? 2'b10 :
                       2'bxx;
    assign alu_op = ((current_state == fetch)|(current_state == decode)|(current_state == mem_adr)|(current_state == JAL)) ? 2'b00 :
                    (current_state == BEQ) ? 2'b01 :
                    ((current_state == execute_I)|(current_state == execute_R)) ? 2'b10 :
                    2'bxx;
endmodule
==> flow/run.sh <==
#!/bin/bash
# OpenROAD 26Q1-2900-gdf79404cd8, Yosys 0.63+post, stock flow scripts
make -C /OpenROAD-flow-scripts/flow DESIGN_CONFIG=/design/flow/config.mk WORK_HOME=/design/flow/orfs finish
==> flow/config.mk <==
export PLATFORM = sky130hd
export DESIGN_NAME = main_fsm
export DESIGN_NICKNAME = main_fsm
export VERILOG_FILES = /design/flow/design.v
export SDC_FILE = /design/flow/constraint.sdc
export NUM_CORES = 4
export LEC_CHECK = 1
export CORE_AREA = 10 10 76 76
export DIE_AREA = 0 0 86 86
==> flow/constraint.sdc <==
current_design main_fsm

set clk_period 1.8
set clk_io_pct 0.2

create_clock -name clk0 -period $clk_period [get_ports {clk}]

set non_clock_inputs [all_inputs -no_clocks]
set_input_delay [expr $clk_period * $clk_io_pct] -clock clk0 $non_clock_inputs
set_output_delay [expr $clk_period * $clk_io_pct] -clock clk0 [all_outputs]
==> run_results.csv <==
group,metric,value,unit
global_route,use_met1,6.15,%
synthesis,yosys-stat-cells,67,
drt,routed_wirelength_normalized_by_instance_count,10.8,µm
floorplanning,placeableCoreArea,0.00412,mm²
timing,finalWorstPathRequiredPeriod,1.75,ns
place,place_inst,142,
synthesis,synthesis.area,498,µm²
drt,initialDrtViolationCount,21,
drt,routed_via_density,3.87,
power_and_ir_drop,power_leakage,0.406,nW
timing,clock.fmax,572,MHz
clocking,number_of_buffers_inserted_during_clock_tree_synthesis,3,
critical_path,startpoint_type,"register",
hold_path,hold_path.class,"input pin to register",
clocking,clk_root_buffer_cell,"sky130_fd_sc_hd__clkbuf_8",
clocking,cts.clk_slew.worst_paths,0.03,ns
timing,layout_setup_ws,0.0512,ns
power_and_ir_drop,switching_share,19.7,%
critical_path,timing.critical_path.from,"current_state[0]",
hold_path,worst_hold_path.endpoint,"current_state[2]",
clocking,clock_tree_from_tritoncts,"yes",
clocking,clock_tree.buffer_depth,2,
hold_path,hold_path.startpoint,"rst",
finish,share_of_layout_cells_above_drive_strength_1,38.0,%
synthesis,synth-edff-count,0,
critical_path,worstPathCellList,"nand2b_4 > and3b_1 > clkdlybuf4s50_1",
power_and_ir_drop,switchingPower,64.2,µW
global_route,grt_busiest_layer,"met1",
drt,drc_errors,0,
synthesis,synthCells,67,
global_route,grt_pass1_vias,593,
drt,antenna_cells_inserted,0,
power_and_ir_drop,powerDensity,331,mW/mm²
critical_path,crit_slowest_cell,"sky130_fd_sc_hd__clkdlybuf4s50_1",
synthesis,post_synthesis_async_set_or_reset_flop_share,0,%
timing,rsz0062_at_grt,"yes",
critical_path,cp.required,1.44,ns
timing,post-route-period-util,97.2,%
drt,detail-route-antenna-nets,0,
drt,drt_pass1_iterations,4,
drt,dr_total_vias,580,
synthesis,yosys_area,498,µm²
synthesis,synth_area_leader,"sky130_fd_sc_hd__dfxtp_1",
timing,count_of_endpoints_without_a_timing_constraint,4,
critical_path,critPathArrivalTime,1.39,ns
synthesis,yosys.area.top_type_share,16.1,%
clocking,htreeDepth,1,
synthesis,dominantRegCellSynth,"sky130_fd_sc_hd__dlxtn_1",
timing,final_setup_fails,0,
flow_run,maxCapViolCount,0,
global_route,grt.met2_usage,5.68,%
power_and_ir_drop,p_int,262,µW
timing,final.setup.tns,0,ns
global_route,grt.met3_usage,1.43,%
flow_run,openroad.warnings,26,
critical_path,criticalPathCategory,"register to output port",
timing,number_of_register_pins_that_no_clock_reaches,4,
synthesis,ys.flops,8,
global_route,grt_start_max_net_pins,10,
global_route,grt_antenna_before_repair,0,
place,gp_congestion,0.853,
timing,timing.final.hold_violations,0,
outcome,outcome,"finished, final reports clean",
global_route,grt_util_all_layers,4.28,%
synthesis,ys_warn_count,1,
finish,finish.cell_count_without_fillers,150,
finish,fill_cells,434,
global_route,grt_overflow,0,
place,place_ws,0.110,ns
critical_path,critical_path.endpoint_type,"output port",
floorplanning,chipWidth,86,µm
floorplanning,die_outline_height,86,µm
power_and_ir_drop,fraction_of_power_consumed_by_the_clock_network,57.0,%
power_and_ir_drop,power.sequential.fraction,27.2,%
power_and_ir_drop,irDropWorstVdd,0.144,mV
floorplanning,chip_area,0.00740,mm²
synthesis,avgSynthCellArea,7.43,µm²
synthesis,netlist_top_cells_area,"sky130_fd_sc_hd__dfxtp_1 16%, sky130_fd_sc_hd__dlxtn_1 12%, sky130_fd_sc_hd__nand2b_1 6.3%",
place,place.detailed.hpwl,1.29,mm
drt,routed_wl,1.62,mm
power_and_ir_drop,power_frac_comb,15.9,%
finish,layout-area-overhead-vs-synth,97.7,%
floorplanning,fp_util,12.1,%
critical_path,crit_path_max_incr_delay,0.46,ns
global_route,grt_first_pass_wirelength,2.71,mm
timing,slew_violations,0,
synthesis,synth_cell_type_count,31,
floorplanning,std_cell_rows,23,
place,io_buffers,21,
critical_path,crit_path_max_fo,7,
hold_path,whs_path_depth,2,
floorplanning,num_io_pins,23,
## cells in the mapped netlist (all sizes together) (2+ instances only)
| cell type | n |
|---|---|
| buf | 2 |
| nor2b | 5 |
| nor4 | 2 |
| o21ai | 2 |
| clkbuf | 4 |
| nor3 | 2 |
| dfxtp | 4 |
| dlxtn | 4 |
| inv | 3 |
| nand3 | 3 |
| nor2 | 8 |
| or2 | 2 |
| o311ai | 2 |
| nand2b | 5 |
| a21oi | 3 |
| or3 | 2 |
## power groups by stage
stage	clock, mW	sequential [mW]	combinational [mW]
finish	0.186	0.0886	0.0518
global route	0.199	0.0887	0.0568
CTS	0.193	0.0900	0.0506
## layout make-up
class | instances | area (µm²) | area share, %
multi-input cells | 50 | 378 | 38.4
clock buffers | 3 | 41.3 | 4.19
flip-flops and latches | 8 | 153 | 15.5
well taps | 50 | 62.6 | 6.35
inverters | 3 | 13.8 | 1.40
repair buffers | 36 | 337 | 34.2
## logic make-up (layout without fill, tap and decap cells)
logic type      after synthesis  in the layout  share of synthesized area, %
flops                         4              4                          16.1
latches                       4              4                          12.1
buf+inv                       9             42                          8.29
other cells                   1              1                         0.753
compound gates               16             16                          24.9
simple gates                 33             33                          37.9
## layer usage
layer / vias to the layer above / wire [µm]
met5: - / 0
li1: 307 / -
met1: 241 / 856
met2: 28 / 554
met4: 0 / 58
met3: 4 / 147
## sequential cells by signal, summed over array words and instances, names as in the netlist
name,cells
current_state,4
next_state,4
## repair_timing
item / 4_1_cts / 5_1_grt
pin swaps: 0 / 1
buffers inserted: 5 / 0
resized: 19 / 16
setup endpoints to repair: 13 / 9
hold buffers: 0 / 0
## worst max-delay path by stage
stage	end	slack, ns	cells past startpoint
after CTS	result_src[0]	0.004	3
after global routing	alu_src_B[0]	-0.03	7
final	reg_write	0.05	3
## through the flow
stage | instance area (µm²) | power (mW) | utilization (%) | hold slack (ns)
after floorplan | 498 | 0.109 | - | 0.432
after global placement | 816 | 0.143 | 19.8 | 0.993
after detailed placement | 816 | 0.143 | 19.8 | 0.987
after CTS | 933 | 0.334 | 22.7 | 0.766
after global routing | 985 | 0.344 | 23.9 | 0.794
final | 985 | 0.326 | 23.9 | 0.767
## layout by cell type (no fill, tap or decap), drive strengths merged
cell,count
nor3,2
and3b,1
o22ai,1
nand4b,1
buf,15
a22oi,1
o311ai,2
o21ai,2
clkdlybuf4s50,12
dlygate4sd2,3
clkdlybuf4s15,2
nand2b,5
nand3,3
a2111oi,1
o31ai,1
conb,1
a21oi,3
dlxtn,4
clkbuf,3
o221a,1
o211ai,1
o32ai,1
nand3b,1
nor2b,5
nand2,1
nor4,2
nor2,8
or2,2
a21o,1
dfxtp,4
inv,3
or3,2
o211a,1
dlymetal6s2s,4
## worst max-delay path, delay by kind of cell (launching register included)
kind / cells / cell delay, ns
DFF: 1 / 0.38
and+or+nand+nor: 2 / 0.33
buffers and inverters: 1 / 0.46
No activity file was given, so power comes from the tool's default toggle rates.
