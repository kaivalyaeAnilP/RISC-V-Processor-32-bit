--- run.sh ---
#!/bin/bash
# OpenROAD 26Q1-2900-gdf79404cd8, Yosys 0.63+post, stock flow scripts
make -C /OpenROAD-flow-scripts/flow DESIGN_CONFIG=/design/flow/config.mk WORK_HOME=/design/flow/orfs finish
--- config.mk ---
export PLATFORM = sky130hd
export DESIGN_NAME = mux5_1
export DESIGN_NICKNAME = mux5_1
export VERILOG_FILES = /design/flow/design.v
export SDC_FILE = /design/flow/constraint.sdc
export NUM_CORES = 4
export LEC_CHECK = 1
export CORE_AREA = 10 10 84 84
export DIE_AREA = 0 0 94 94
--- constraint.sdc ---
current_design mux5_1

set clk_period 5.5
set clk_io_pct 0.2

create_clock -name clk0 -period $clk_period

set non_clock_inputs [all_inputs -no_clocks]
set_input_delay [expr $clk_period * $clk_io_pct] -clock clk0 $non_clock_inputs
set_output_delay [expr $clk_period * $clk_io_pct] -clock clk0 [all_outputs]
--- design.v ---
`timescale 1ns / 1ps
module mux5_1(
    input [31:0] i0,i1,i2,i3,i4,
    input [2:0] sel,
    output reg [31:0] out
    );
    always @(*) begin
        case(sel) 
            3'b000: out = i0;
            3'b001: out = i1;
            3'b010: out = i2;
            3'b011: out = i3;
            3'b100: out = i4;
            default: out = 0;
        endcase
    end
endmodule
==> qor.rpt <==
====================================================================================
GP Congestion                                                                  0.799
Setup Viol. Count Final                                                            0
Initial antenna violation count                                                    0
Capturing element type of the critical path                             primary output
Upper clock frequency limit                                                  222 MHz
Worst path required time                                                     4400 ps
Final routed wire length divided by cell count                               21.7 µm
FF/Latch Area                                                                  0 µm²
Largest type area fraction                                                     30.3%
Count of antenna diodes in the layout                                              0
Floorplan-stage core utilization                                               25.7%
Post-synthesis cell type count                                                    20
Relative slew slack                                                            54.6%
Setup tns final                                                                 0 ps
Count of buffers from port buffering                                             195
Signed area change from the synthesized netlist to the final layout             145%
Slowest stage delay, CP                                                       620 ps
P_int                                                                       0.186 mW
Power share of the combinational group                                        100.0%
Hold WC Path Type                                                       primary input to primary output
Cell occurring most often along the worst timing path                   sky130_fd_sc_hd__clkdlybuf4s50_1
Outcome                                                                 finished, final reports clean
Layout cell share with drive strength beyond 1                                 12.8%
Count of buffering cells on the critical path with inverters included              3
Wire length of the first global-routing pass                                12900 µm
Worst-path cell chain                                                   clkdlybuf4s50_1 -> nor2b_2 -> buf_4 -> a22oi_1 -> o21ai_0 -> clkdlybuf4s50_1
Power density over the cells                                             78.4 mW/mm²
Post-synthesis instance total                                                    158
Setup repair after global routing missed its margin                               no
Number of rows in the core area                                                   26
Actual slew at the worst max-slew pin                                         677 ps
Die X                                                                          94 µm
Die area                                                                 0.00884 mm²
Element type at the critical path start                                 primary input
Post-Synthesis Cell Area                                                 0.00134 mm²
Clock network fraction of design power                                            0%
Most numerous cell types in the synthesized netlist                     sky130_fd_sc_hd__a22oi_1 (31), sky130_fd_sc_hd__a32oi_1 (31), sky130_fd_sc_hd__o21ai_1 (30), sky130_fd_sc_hd__mux2_4 (27), sky130_fd_sc_hd__buf_2 (10)
Via count                                                                       2105
Worst slack at placement                                                      968 ps
Final cycle utilization of the critical path                                   82.0%
Number of sequential cells                                                         0
Top cells by area                                                       sky130_fd_sc_hd__mux2_4 (30%), sky130_fd_sc_hd__a32oi_1 (20%), sky130_fd_sc_hd__a22oi_1 (17%), sky130_fd_sc_hd__o21ai_1 (11%), sky130_fd_sc_hd__mux2_2 (4.2%)
Via count of the first global-routing pass                                      2247
Routed via count divided by cell count                                          5.17
Tally of max-capacitance violations                                                0
Data arrival time of the critical path                                       3410 ps
Buffer count from post-CTS setup fixing                                            0
Placeable core region                                                    0.00520 mm²
Post-layout worst setup margin                                                989 ps
Number of warnings in the stage logs                                              33
Wirelength, routed                                                           8830 µm
Switching Power                                                            0.0722 mW
Chip area line of the yosys report                                       0.00134 mm²
Violation tally from detailed-route iteration zero                               114
Overflow after GRT                                                                 0
Maximum number of pins on one net before global-route repair                      34
Sequential-to-total area share from yosys stat                                    0%
Die outline height                                                             94 µm
Post-DRT Antenna Nets                                                              0
Half-perimeter wire length of the detailed placement result                  7230 µm
Top Ports                                                                        195
Mean area per synthesized cell                                              8.48 µm²
Cell Count, Final, Fillers Out                                                   407
CP Max Fanout                                                                     17
Switching Share                                                                28.0%
Largest vdd supply drop                                                      46.2 µV
Post-cts sizing count                                                              0
Type of the worst setup path                                            primary input to primary output
Fin. max-slew vios                                                                 0
Cell taking the most area after synthesis                               sky130_fd_sc_hd__mux2_4
Iteration tally of the first detailed-router pass                                  4
Final hold violations                                                              0
Hold buffer count at CTS                                                           0
GRT Total Usage                                                                18.5%
Final cell utilization of the core                                             63.1%
Number of cells in the yosys synthesis report                                    158
Dpl cells                                                                        407
Final-layout clock buffer total                                                    0
Leakage power total                                                          1.19 nW
Cell type group with the largest total delay on the critical path       buffers and inverters
Number of DRC violations after detailed routing                                    0
Post-route minimum period                                                    4510 ps
YS warnings                                                                        1
Worst-path cell with the longest stage delay                            sky130_fd_sc_hd__nor2b_2
Register share of total power                                                     0%
====================================================================================
-- final timing paths --
check               from       to  slack [ps]  cells past startpoint
hold / removal    i1[23]  out[23]        3180                      4
setup / recovery  sel[2]  out[27]         990                      6
-- stage by stage --
stage	hold slack [ps]	power (mW)	cell area (µm²)
final	3180	0.258	3290
after global routing	3250	0.278	3290
after CTS	3200	0.261	3290
after detailed placement	3200	0.259	3290
after global placement	3180	0.258	3290
after floorplan	2230	0.0852	1340
-- layout make-up --
cell class | count | area (µm²)
fill | 458 | 1920
timing repair buffer | 202 | 2010
tap | 70 | 87.6
multi-input combinational | 134 | 1180
inverter | 1 | 3.75
-- layout by cell type (no fill, tap or decap), drive strengths merged --
master         instances
clkdlybuf4s50        194
mux2                  32
a22oi                 31
a32oi                 31
o21ai                 31
buf                    8
nand3                  2
nor2b                  2
nor2                   1
nand2                  1
mux2i                  1
or3                    1
and2b                  1
inv                    1
-- routing by layer --
metal	part of all wire, %	GRT usage [%]	up-vias
met5	0	0	-
met2	51	32.1	113
li1	-	-	1030
met1	37	21.1	960
met4	0.39	0.633	0
met3	12	8.72	2
-- worst min-delay path: cells and delay by family --
family	cells	cell delay, ps
buffers and inverters	2	840
and+or+nand+nor	2	140
-- logic make-up after synthesis --
logic type	synth area share [%]
compound gates	49.2
mux	35.2
buf+inv	12.3
simple gates	3.27
-- power groups by stage --
stage                 registers [mW]  logic (mW)  clock network, mW
after global routing               0       0.278                  0
final                              0       0.258                  0
after CTS                          0       0.261                  0
No activity file was given, so power comes from the tool's default toggle rates.
